==> flow/design.v <==
`timescale 1ns / 1ps
module wrapper (
    input clk,
    output [3:0]seg_an,
    output [7:0]seg_cat
    );
wire [1:0]S;                             
wire clk_sig_1;                          
wire clk_sig_2;                          
wire [3:0]an_wire;                       
wire [7:0]cat_wire;                      
wire [3:0]muxI0;
wire [3:0]muxI1;
wire [3:0]muxI2;
wire [3:0]muxI3;
wire [3:0]muxOut;
wire [2:0]next;                          
counter_1hz counter_1 (
                    .clk_in(clk),
                    .clk_out(clk_sig_1)      
                    );
counter_1khz counter_1k (
    .clk_in(clk),
    .clk_out(clk_sig_2)                       
    );
counter2bit counter_2bit(
    .clk_in(clk_sig_2),                      
    .S(S)                                    
    );
decoder2_4 decoder (
    .S(S),                                   
    .Y(an_wire)                               
    );
mux4_1 mux (
    .I0(muxI0),
    .I1(muxI1),
    .I2(muxI2),
    .I3(muxI3),
    .S(S),
    .Y(muxOut)
    );
seg_decoder seg_decoder (
    .I(muxOut),
    .Y(cat_wire)
    );
BCD counter0 (
             .clk_in(clk_sig_1),
             .Y(muxI0),
             .clk_out(next[0])
             );
BCD counter1 (
             .clk_in(next[0]),
             .Y(muxI1),
             .clk_out(next[1])
             );
BCD counter2 (
             .clk_in(next[1]),
             .Y(muxI2),
             .clk_out(next[2])
             );
BCD counter3 (
             .clk_in(next[2]),
             .Y(muxI3)
             );
assign seg_an = an_wire;
assign seg_cat = cat_wire;
endmodule 
module decoder2_4 (
    input [1:0]S,                    
    output [3:0]Y                    
    );
reg [3:0]tmp;
always @ (S) begin
    case (S)
        2'b01: tmp <= 4'b1101;
        2'b10: tmp <= 4'b1011;
        2'b11: tmp <= 4'b0111;
        default: tmp <= 4'b1110;
    endcase
end
assign Y = tmp;
endmodule 
module mux4_1 (
    input [3:0]I0,
    input [3:0]I1,
    input [3:0]I2,
    input [3:0]I3,
    input [1:0]S,
    output [3:0]Y
    );
reg [7:0]tmp = 8'b0;
always @ (S) begin
    case (S)
        2'b01: tmp <= I1;
        2'b10: tmp <= I2;
        2'b11: tmp <= I3;
        default: tmp <= I0;
    endcase
end
assign Y = tmp;
endmodule 
module counter2bit (
    input clk_in,
    output [1:0]S
    );
reg [1:0]counter = 2'b0;
always @ (posedge clk_in)
    counter <= counter + 1;
assign S = counter;
endmodule 
module seg_decoder (
    input [3:0]I,
    output [7:0]Y);
reg [7:0] cat = 8'b0;
always @ (I) begin
    case (I)
        4'b0001: cat <= 8'b11111001;         
        4'b0010: cat <= 8'b10100100;         
        4'b0011: cat <= 8'b10110000;         
        4'b0100: cat <= 8'b10011001;         
        4'b0101: cat <= 8'b10010010;         
        4'b0110: cat <= 8'b10000010;         
        4'b0111: cat <= 8'b11111000;         
        4'b1000: cat <= 8'b10000000;         
        4'b1001: cat <= 8'b10011000;         
        default: cat <= 8'b11000000;         
    endcase
end
assign Y = cat;
endmodule
module BCD (
    input clk_in,
    output [3:0]Y,
    output clk_out
    );
reg [3:0] counter = 4'b0;
reg out = 1'b0;
always @ (posedge clk_in) begin
    if (counter == 4'b1001) begin
        counter <= 4'b0;
        out <= 1;
    end
    else begin
        counter <= counter + 1;
        out <= 0;
    end
end
assign Y = counter;
assign clk_out = out;
endmodule 
module counter_1khz(
    input clk_in,
    output clk_out
    );
reg tmp = 1'b0;
reg [26:0]counter = 27'd0;
always @ (posedge clk_in) begin                         
    if (counter == 27'd99999) begin
        counter <= 16'd0;
        tmp <= ~tmp;
    end
    else if (counter == 27'd49999) begin
        counter <= counter + 1;
        tmp <= ~tmp;
    end
    else
        counter <= counter + 1;
end
assign clk_out = tmp;
endmodule
module counter_1hz(
    input clk_in,
    output clk_out
    );
reg tmp = 1'b0;
reg [26:0]counter = 27'd0;
always @ (posedge clk_in) begin                         
    if (counter == 27'd99999999) begin
        counter <= 16'd0;
        tmp <= ~tmp;
    end
    else if (counter == 27'd49999999) begin
        counter <= counter + 1;
        tmp <= ~tmp;
    end
    else
        counter <= counter + 1;
end
assign clk_out = tmp;
endmodule
==> flow/run.sh <==
#!/bin/bash
# OpenROAD 26Q1-2900-gdf79404cd8, Yosys 0.63+post, stock flow scripts
make -C /OpenROAD-flow-scripts/flow DESIGN_CONFIG=/design/flow/config.mk WORK_HOME=/design/flow/orfs finish
==> flow/config.mk <==
export PLATFORM = sky130hd
export DESIGN_NAME = wrapper
export DESIGN_NICKNAME = wrapper
export VERILOG_FILES = /design/flow/design.v
export SDC_FILE = /design/flow/constraint.sdc
export NUM_CORES = 4
export LEC_CHECK = 1
export CORE_UTILIZATION = 30
==> flow/constraint.sdc <==
current_design wrapper

set clk_period 3.5
set clk_io_pct 0.2

create_clock -name clk0 -period $clk_period [get_ports {clk}]

set non_clock_inputs [all_inputs -no_clocks]
set_input_delay [expr $clk_period * $clk_io_pct] -clock clk0 $non_clock_inputs
set_output_delay [expr $clk_period * $clk_io_pct] -clock clk0 [all_outputs]
==> impl_metrics.py <==
# Auto-generated metrics
metrics = {
    "outcome": {
        "outcome": "finished, final reports clean",
    },
    "synth": {
        "synth_flops": 77,
        "async_reset_ff_frac": 0,
        "edf_count": 2,
        "ys_cells": 378,
        "synth_cell_types": 55,
        "synth_area_sq_mm": 0.00349,
        "yosysSeqAreaShare": 0.448,
        "ff_type": "dfxtp_1",
        "syn_inst": 378,
        "synth_warnings": 7,
        "avgSynthCellArea_sq_um": 9.22,
        "yosys_area_sq_mm": 0.00349,
    },
    "setup_path": {
        "crit_type": "flip-flop to flip-flop",
        "r2r_cells": 4,
        "required_ps": 3500,
        "crit_path_max_incr_delay_ps": 540,
        "setup.worst_path.start": "counter_1k.counter[4]$_SDFF_PN0_",
        "worstPathArrival_ps": 2040,
        "r2r_start": "counter_1k.counter[4]$_SDFF_PN0_",
        "path_buffers": 0,
        "end_kind": "flip-flop",
        "critPathLaunchType": "flip-flop",
        "crit_fanout": 10,
        "crit_slowest_cell": "nor3_2",
        "path_depth": 4,
        "cp_top_family": "simple AND/OR/NAND/NOR gates",
        "cp_cell_sequence": "nand2_1 > or4_1 > nor3_2 > a41o_1",
    },
    "global_route": {
        "grt_overflow": 0,
        "grt_max_degree": 17,
        "grt_pass1_vias": 2357,
        "grtUsageTotal": 0.104,
        "antenna_found_initial": 0,
        "grt_pass1_wl_microns": 10100,
    },
    "sta": {
        "period_used_share": 0.584,
        "fin_setup_tns_ps": 0,
        "rsz0062_at_grt": "false",
        "fin_skew_ps": 6.00,
        "slew_viol_final": 0,
        "hold_violations": 0,
        "untimed_endpoints": 32,
        "unclocked_regs": 21,
        "fmax_ghz": 0.489,
        "layout_min_cycle_time_ps": 2050,
        "tightest_slew_ps": 760,
        "setup_viol": 0,
        "max_slew_margin": 0.490,
    },
    "clocking": {
        "clkSlewWorstSetupHoldPaths_ps": 70,
        "cts_tree": "yes",
        "ctsResizeCount": 0,
        "htree_levels": 2,
        "ctsHoldBuffers": 0,
        "cts_buffers": 5,
        "cts_setup_buffers": 0,
        "root_buffer": "clkbuf_16",
        "clock_latency_ps": 290,
        "clock_path_buffers": 2,
    },
    "placement": {
        "place_congestion": 0.831,
        "port_buffers": 11,
        "placed_cells": 524,
        "hpwl_microns": 4250,
    },
    "pwr": {
        "clkPwrFrac": 0.462,
        "p_comb_frac": 0,
        "p_int_mw": 0.977,
        "p_sw_mw": 0.213,
        "p_seq_frac": 0.538,
        "netSwitchingFraction": 0.179,
        "power.density_mw_per_mm2": 304,
        "ir_drop_uv": 311,
        "power.leakage_nw": 1.45,
    },
    "die": {
        "die_y_microns": 110,
        "dieWidth_microns": 110,
        "fp_util": 0.315,
        "core_area_sq_mm": 0.0111,
        "rows": 38,
        "fp.dieArea_sq_mm": 0.0121,
        "io_pins": 13,
    },
    "route": {
        "drtIter0Drc": 143,
        "wirelength_microns": 5750,
        "first_pass_iters": 4,
        "drc": 0,
        "avgRoutedWirePerCell_microns": 10.8,
        "dr_total_vias": 2535,
        "ant_nets": 0,
        "via_per_inst": 4.77,
        "insertedDiodeCount": 0,
    },
    "final_layout": {
        "lay_top_cells": "dfxtp_1 (75), nor2_1 (42), nand2_1 (36)",
        "area_growth_pct": 12.1,
        "drive_above_1_share": 0.0459,
        "post-route-util": 0.353,
        "lay_top_count": "dfxtp_1",
        "fin_cells": 532,
        "nFillCells": 1079,
        "layout.area.comb_sq_mm": 0.00183,
        "seq_area_sq_mm": 0.00156,
    },
    "min_path": {
        "min_path_cells": 1,
        "hold_path.class": "flip-flop to flip-flop",
        "worstHoldStart": "counter_1k.counter[0]$_SDFF_PN0_",
    },
    "job": {
        "warning_count": 34,
        "maxCapViolCount": 0,
    },
}
## metal layers
metal  up-vias  part of all wire  GRT usage
li1       1339                 -          -
met4         0            0.0099     0.0114
met2        27              0.43      0.168
met3         6             0.025     0.0151
met5         -                 0          0
met1      1163              0.54      0.154
## kinds of logic after synthesis
kind of cell,share of synthesized area
AND/OR/NAND/NOR,0.260
flip-flops,0.448
XOR/XNOR,0.118
AND-OR/OR-AND,0.0822
buffers and inverters,0.0269
adder cells (fa/ha/maj),0.0610
other,0.00108
multiplexers,0.00323
## per-stage QoR
| stage | worst slack, ps | power (mW) | cell area (sq um) | hold slack (ps) |
|---|---|---|---|---|
| after floorplan | 1730 | 0.655 | 3490 | 418 |
| after global placement | 1500 | 0.655 | 3740 | 431 |
| after detailed placement | 1500 | 0.655 | 3740 | 437 |
| after CTS | 1450 | 1.20 | 3910 | 456 |
| after global routing | 1340 | 1.23 | 3910 | 476 |
| final | 1450 | 1.19 | 3910 | 453 |
## synthesized netlist by cell type (5+ instances only)
cell type,n,area share
and3_1,14,0.025
dfxtp_1,75,0.43
ha_1,17,0.061
inv_1,17,0.018
nand2_1,36,0.039
nand3_1,30,0.043
nand4_1,10,0.018
nor2_1,42,0.045
nor3_1,5,0.0072
nor4_1,5,0.0090
o21ai_0,9,0.013
xnor2_1,27,0.068
xor2_1,20,0.050
## area by class of cell
type / count / area share
timing repair buffer: 11 / 0.0282
sequential: 77 / 0.399
multi-input combinational: 278 / 0.468
tap: 140 / 0.0448
clock buffer: 6 / 0.0330
inverter: 18 / 0.0173
clock inverter: 2 / 0.00896
## worst reg2reg max path: stages (launching register included)
cell and delay, ps:
dfxtp_1 440, nand2_1 90, or4_1 490, nor3_2 540
a41o_1 200
## power groups by stage
stage | sequential, mW | clock [mW] | combinational [mW]
6_report | 0.640 | 0.550 | 0.00000817
5_1_grt | 0.639 | 0.587 | 0.0000445
4_1_cts | 0.640 | 0.562 | 0.0000115
## registers in the layout, summed over array words and instances, names as in the netlist
| signal | flops |
|---|---|
| counter0.counter | 4 |
| counter0.out | 1 |
| counter1.counter | 4 |
| counter1.out | 1 |
| counter2.counter | 4 |
| counter2.out | 1 |
| counter3.counter | 4 |
| counter_1.counter | 27 |
| counter_1.tmp | 1 |
| counter_1k.counter | 27 |
| counter_1k.tmp | 1 |
| counter_2bit.counter | 2 |
## worst paths after layout
path | to | slack (ps)
worst min register to register | counter_1k.counter[0]$_SDFF_PN0_ | 450
worst max-delay path | counter_1k.tmp$_DFFE_PP_ | 1450
worst min-delay path | counter_1k.counter[0]$_SDFF_PN0_ | 450
worst max register to register | counter_1k.tmp$_DFFE_PP_ | 1450
Power figures rest on the tool's default switching activity, not on a simulated workload.
